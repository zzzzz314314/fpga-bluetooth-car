==> design/flow/config.mk <==
export PLATFORM = sky130hd
export DESIGN_NAME = TOP
export DESIGN_NICKNAME = TOP
export VERILOG_FILES = /design/flow/design.v
export SDC_FILE = /design/flow/constraint.sdc
export NUM_CORES = 4
export LEC_CHECK = 1
export CORE_UTILIZATION = 40
==> design/flow/constraint.sdc <==
current_design TOP

set clk_period 4.5
set clk_io_pct 0.2

create_clock -name clk0 -period $clk_period [get_ports {Clk}]
create_clock -name clk1 -period $clk_period [get_ports {Rx}]

set non_clock_inputs [all_inputs -no_clocks]
set_input_delay [expr $clk_period * $clk_io_pct] -clock clk0 $non_clock_inputs
set_output_delay [expr $clk_period * $clk_io_pct] -clock clk0 [all_outputs]
==> design/flow/design.v <==
module TOP(Clk ,Rst_n, _is_wall, Rx , count_Rx, motor_signal_out, motor_signal_out2);
input           Clk; 
input           Rst_n; 
input           _is_wall;          
input           Rx;                
output [7:0]    count_Rx;          
output [3:0] motor_signal_out;
output [3:0] motor_signal_out2;
wire          	RxDone; 
wire            tick	; 
wire 		    RxEn;
wire [3:0]      NBits;
wire [15:0]    	BaudRate; 
assign 		RxEn = 1'b1	;
assign 		BaudRate = 16'd650; 	 
assign 		NBits = 4'b1000	;	     
reg [1:0] flag_mode = 1;  
wire debug;
wire [7:0] RxData;
reg motor_dir;
reg motor_en;
reg motor_dir2;
wire is_wall;
pmod_step_interface motor(
    .clk(Clk),
    .rst(Rst_n),
    .direction(motor_dir),
    .en(motor_en),
    .signal_out(motor_signal_out)
    );
pmod_step_interface motor2(
        .clk(Clk),
        .rst(Rst_n),
        .direction(motor_dir2),
        .en(motor_en),
        .signal_out(motor_signal_out2)
        );
UART_rs232_rx I_RS232RX(
    	.Clk(Clk)             	,
     	.Rst_n(Rst_n)         	,
    	.RxEn(RxEn)           	,
    	.RxData(RxData)       	,
    	.RxDone(RxDone)       	,
    	.Rx(Rx)               	,
    	.Tick(tick)           	,
    	.NBits(NBits), 
    	.count_Rx(count_Rx)
    );
UART_BaudRate_generator I_BAUDGEN(
    	.Clk(Clk)               ,
    	.Rst_n(Rst_n)           ,
    	.Tick(tick)             ,
    	.BaudRate(BaudRate)
    );
bi_chang b(_is_wall, is_wall); 
reg [1:0] state, next_state;
parameter state_direct = 2'b00;
parameter state_back   = 2'b01;
parameter state_turn   = 2'b10; 
reg       [27:0] count_back = 28'b0;
reg       [27:0] count_turn = 32'b0;   
reg       [27:0] next_count_back;
reg       [27:0] next_count_turn;  
always@(posedge Clk) begin
         state <= next_state;
    count_back <=  next_count_back;
    count_turn <=  next_count_turn;
end        
 always@(*) begin
    if(count_Rx == 8'd6) begin  
        case(state)
            state_direct: begin
                 motor_en = 1;
                 motor_dir = 0;
                 motor_dir2 = 1;
                 if(is_wall) next_state = state_back;
                 else        next_state = state_direct;
            end
            state_back: begin
                motor_en = 1;
                motor_dir = 1;
                motor_dir2 = 0;
                next_count_back = (count_back == 28'd200_000_000)? 0 : count_back+1;
                next_state      = (count_back == 28'd200_000_000)? state_turn : state_back;
            end
            state_turn: begin
                motor_en = 1;
                motor_dir = 0;
                motor_dir2 = 0;
                next_count_turn = (count_turn == 32'd200_000_000)? 0 : count_turn+1;
                next_state      = (count_turn == 32'd200_000_000)? state_direct : state_turn;
            end  
        endcase
    end
    else if(count_Rx == 8'd3)begin  
        motor_en = 1;
        motor_dir = 0;
        motor_dir2 = 0;
    end
    else if(count_Rx == 8'd4)begin  
        motor_en = 1;
        motor_dir = 1;
        motor_dir2 = 1;
    end
    else if(count_Rx == 8'd5)begin  
        motor_en = 0;
        motor_dir = 1;
        motor_dir2 = 1;
    end
    else if(count_Rx == 8'd7)begin  
        motor_en = 1;
        motor_dir = 1;
        motor_dir2 = 0;
    end
    else if(count_Rx == 8'd9)begin  
        motor_en = 1;
        motor_dir = 0;
        motor_dir2 = 1;
    end
 end    
endmodule
module UART_BaudRate_generator(
    Clk,
    Rst_n ,
    Tick,
    BaudRate
    );
input           Clk;
input           Rst_n ; 
input [15:0]    BaudRate ; 
output          Tick ;
reg [15:0]      baudRateReg ; 
always @(posedge Clk or negedge Rst_n)
    if (!Rst_n) baudRateReg <= 16'b1;
    else if (Tick) baudRateReg <= 16'b1;
         else baudRateReg <= baudRateReg + 1'b1;
assign Tick = (baudRateReg == BaudRate);
endmodule
module UART_rs232_rx (Clk,Rst_n,RxEn,RxData,RxDone,Rx,Tick,NBits, count_Rx);	
input Clk, Rst_n, RxEn,Rx,Tick;	
input [7:0]NBits;			
output RxDone;			
output [7:0]RxData;			
output [7:0] count_Rx;
parameter  IDLE = 1'b0, READ = 1'b1; 	
reg [1:0] State, Next;		
reg  read_enable = 1'b0;		
reg  start_bit = 1'b1;		
reg  RxDone = 1'b0;		
reg [4:0]Bit = 5'b00000;	
reg [3:0] counter = 4'b0000;	
reg [7:0] Read_data= 8'b00000000;	
reg [7:0] RxData;		
reg [7:0] count_Rx = 0;
reg [25:0] clk_counter= 0;
reg [3:0] clk_counter_controler;
always @ (posedge Clk or negedge Rst_n)			
begin
if (!Rst_n)	State <= IDLE;				
else 		State <= Next;				
end
always @ (State or Rx or RxEn or RxDone)
begin
    case(State)	
	IDLE:	if(!Rx & RxEn)		Next = READ;	
		else			Next = IDLE;
	READ:	if(RxDone)		Next = IDLE; 	
		else			Next = READ;
	default 			Next = IDLE;
    endcase
end
always @ (State or RxDone)
begin
    case (State)
	READ: begin
		read_enable <= 1'b1;			
	      end
	IDLE: begin
		read_enable <= 1'b0;		
	      end
    endcase
end
always @ (posedge Tick)
	begin
	if (read_enable)
	begin
	RxDone <= 1'b0;							
	counter <= counter+1;					
	if ((counter == 4'b1000) & (start_bit))			
	begin
	start_bit <= 1'b0;
	counter <= 4'b0000;
	end
	if ((counter == 4'b1111) & (!start_bit) & (Bit < NBits))
	begin
	Bit <= Bit+1;
	Read_data <= {Rx,Read_data[7:1]};
	counter <= 4'b0000;
	end
	if ((counter == 4'b1111) & (Bit == NBits)  & (!Rx))		
	begin
	Bit <= 4'b0000;
	RxDone <= 1'b1;
	counter <= 4'b0000;
	start_bit <= 1'b1;				
	end
	end
end
always @ (posedge Clk)
begin
if(Rx == 1)begin
    clk_counter <= 0;
end
else begin
    clk_counter <= clk_counter + 1;
end
if (NBits == 4'b1000)
begin
RxData[7:0] <= Read_data[7:0];	
end
end
always@(posedge Rx) begin
    if(clk_counter > 26'd1000000)begin
        count_Rx <= 26'd1;
    end
    else begin
        count_Rx <= count_Rx+1;
    end
end
endmodule
`timescale 1ns / 1ps
module bi_chang(is_wall, out_is_wall);
    input is_wall;
    output out_is_wall;
    assign out_is_wall = (!is_wall)? 1 : 0;
endmodule
`timescale 1ns / 1ps
module clock_div(
    input clk,
    input rst,
    output reg new_clk
    );
    localparam define_speed = 26'd100000;
    reg [25:0] count;
    always @ (posedge(clk),posedge(rst))
    begin
        if (rst == 1'b1)
        begin 
            count = 26'b0;   
            new_clk = 1'b0;            
        end
        else if (count == define_speed)
        begin
            count = 26'b0;
            new_clk = ~new_clk;
        end
        else
        begin
            count = count + 1'b1;
            new_clk = new_clk;
        end
    end
endmodule
`timescale 1ns / 1ps
module pmod_step_driver(
    input rst,
    input dir,
    input clk,
    input en,
    output reg [3:0] signal
    );
    localparam sig4 = 3'b001;
    localparam sig3 = 3'b011;
    localparam sig2 = 3'b010;
    localparam sig1 = 3'b110;
    localparam sig0 = 3'b000;
    reg [2:0] present_state, next_state;
    always @ (present_state, dir, en)
    begin
        case(present_state)
        sig4:
        begin
            if (dir == 1'b0 && en == 1'b1)
                next_state = sig3;
            else if (dir == 1'b1 && en == 1'b1)
                next_state = sig1;
            else 
                next_state = sig0;
        end  
        sig3:
        begin
            if (dir == 1'b0&& en == 1'b1)
                next_state = sig2;
            else if (dir == 1'b1 && en == 1'b1)
                next_state = sig4;
            else 
                next_state = sig0;
        end 
        sig2:
        begin
            if (dir == 1'b0&& en == 1'b1)
                next_state = sig1;
            else if (dir == 1'b1 && en == 1'b1)
                next_state = sig3;
            else 
                next_state = sig0;
        end 
        sig1:
        begin
            if (dir == 1'b0&& en == 1'b1)
                next_state = sig4;
            else if (dir == 1'b1 && en == 1'b1)
                next_state = sig2;
            else 
                next_state = sig0;
        end
        sig0:
        begin
            if (en == 1'b1)
                next_state = sig1;
            else 
                next_state = sig0;
        end
        default:
            next_state = sig0; 
        endcase
    end 
    always @ (posedge clk, posedge rst)
    begin
        if (rst == 1'b1)
            present_state = sig0;
        else 
            present_state = next_state;
    end
    always @ (posedge clk)
    begin
        if (present_state == sig4)
            signal = 4'b1000;
        else if (present_state == sig3)
            signal = 4'b0100;
        else if (present_state == sig2)
            signal = 4'b0010;
        else if (present_state == sig1)
            signal = 4'b0001;
        else
            signal = 4'b0000;
    end
endmodule
`timescale 1ns / 1ps
module pmod_step_interface(
    input clk,
    input rst,
    input direction,
    input en,
    output [3:0] signal_out
    );
    wire new_clk_net;
    clock_div clock_Div(
        .clk(clk),
        .rst(rst),
        .new_clk(new_clk_net)
        );
    pmod_step_driver control(
        .rst(rst),
        .dir(direction),
        .clk(new_clk_net),
        .en(en),
        .signal(signal_out)
        );    
endmodule
==> design/flow/run.sh <==
#!/bin/bash
# OpenROAD 26Q1-2900-gdf79404cd8, Yosys 0.63+post, stock flow scripts
make -C /OpenROAD-flow-scripts/flow DESIGN_CONFIG=/design/flow/config.mk WORK_HOME=/design/flow/orfs finish
==> run_results.csv <==
group,metric,value,unit
floorplanning,rows,53,
worst_setup_path,arrival_time_of_data_at_the_critical_path_endpoint,2.80,ns
routing,routed-via-count,6398,
final_timing,count_of_endpoints_without_a_timing_constraint,145,
worst_setup_path,setup.worst_path.end_class,"register",
routing,drt_pre_antenna_iters,5,
final_timing,skew,0.00629,ns
final_timing,slew-limit-headroom,0.444,
floorplanning,chip_area,0.0224,sq mm
power,report.power.total,3.53,mW
yosys,ys_dominant_reg_cell,"sky130_fd_sc_hd__dfxtp_1",
worst_setup_path,worstSetupStartpointType,"clock port",
final_timing,rsz_0062_raised_after_global_routing,"no",
yosys,synthesis.area,0.00871,sq mm
final_timing,timing.hold.ws,0.0456,ns
final_layout,layoutNonFillerInstCount,1202,
final_timing,unclocked_pins,79,
yosys,post_synth_num_cell_types,60,
clocking,number_of_buffers_inserted_by_post_cts_setup_repair,0,
floorplanning,design.portCount,20,
routing,drtIter0Drc,359,
global_route,grt.busiest_layer,"met1",
worst_setup_path,criticalPathCategory,"clk -> reg",
routing,detail_route.antenna_diodes,0,
power,irDropWorstVdd,0.000345,V
final_timing,finalSetupViolations,0,
final_layout,area_delta_synth_final,15.7,%
placed_design,place_inst,1151,
flow_run,cap_viol_max_count,0,
final_layout,fillers,1895,
yosys,syn_inst,885,
clocking,clk_pin_slew_worst_paths,0.06,ns
outcome,status,"completed",
yosys,synth_async_sr_flop_share,0.284,
floorplanning,die_height,150,microns
placed_design,hpwl,10.7,mm
routing,wl_per_cell,13.9,microns
yosys,yosys-top-cells-count,"sky130_fd_sc_hd__dfxtp_1 (100), sky130_fd_sc_hd__dfrtp_1 (62), sky130_fd_sc_hd__dlxtn_1 (61)",
routing,ant_nets,0,
clocking,holdBufCountCts,0,
routing,drc,0,
final_timing,hold_viol,0,
worst_hold_path,hold_path.class,"clk -> reg",
global_route,grt_use_met2,0.224,
yosys,synth.ff_latch_count,225,
yosys,synthesis.yosys.warnings,6,
floorplanning,core_region_area,0.0212,sq mm
yosys,ys_chip_area,0.00871,sq mm
power,power_per_cell_area,350,mW/mm^2
floorplanning,initial_utilization,0.412,
floorplanning,dieWidth,150,microns
clocking,tritoncts,"built",
worst_setup_path,crit_fanout,5,
yosys,enable_flop_cells,0,
flow_run,number_of_logged_tool_warnings,62,
placed_design,placement.io_buffers,18,
global_route,grt-ovfl-total,0,
final_timing,setup_tns_final,0,ns
worst_setup_path,critPathRequiredTime,4.84,ns
global_route,antenna_found_initial,0,
yosys,post_synth.cell_area_avg,9.84,sq um
global_route,grt.met3_usage,0.0401,
power,total_leakage_power,4.18,nW
final_layout,layout-drive-gt1-share,0.0787,
final_timing,drv_slew,0,
global_route,grt_pass1_vias,6134,
global_route,grt_first_pass_wirelength,28.7,mm
yosys,synth.top_cells.by_area,"sky130_fd_sc_hd__dfxtp_1 (23%), sky130_fd_sc_hd__dfrtp_1 (18%), sky130_fd_sc_hd__dlxtn_1 (11%)",
global_route,tot_gr_track_use,0.161,
yosys,yosysCellCount,885,
yosys,synth_top_cell_by_count,"sky130_fd_sc_hd__dfxtp_1",
global_route,use_met1,0.258,
clocking,post_cts.resized_instances,0,
global_route,maximum_number_of_pins_on_one_net_before_global_route_repair,43,
yosys,synth.top_cell.area_share,0.230,
routing,drt_wl_total,16.7,mm
yosys,synth_area_leader_cell,"sky130_fd_sc_hd__dfxtp_1",
placed_design,place.gp.congestion,0.824,
final_timing,max_slew.worst_pin.slew,0.831,ns
routing,route.detailed.vias_per_inst,5.32,
area by class of cell:
type | count | area, sq um | share of cell area
sequential | 225 | 4520 | 0.449
multi-input combinational | 600 | 3940 | 0.391
clock buffer | 43 | 895 | 0.0888
tap | 275 | 344 | 0.0341
timing repair buffer | 24 | 225 | 0.0223
inverter | 27 | 101 | 0.0101
clock inverter | 8 | 46.3 | 0.00459
layer usage:
| layer | vias up | part of all wire |
|---|---|---|
| li1 | 3240 | - |
| met1 | 3040 | 0.52 |
| met2 | 105 | 0.43 |
| met3 | 13 | 0.037 |
| met4 | 0 | 0.0097 |
| met5 | - | 0 |
sequential cells by signal, indices dropped and copies added, names as in the netlist, 2 cells and up:
register,flops
count_back,28
count_turn,28
next_count_back,28
next_count_turn,28
I_RS232RX.clk_counter,26
motor.clock_Div.count,26
motor2.clock_Div.count,26
I_RS232RX.count_Rx,8
motor.control.present_state,5
motor2.control.present_state,5
motor.control.signal,4
motor2.control.signal,4
next_state,2
state,2
through the flow:
stage          worst slack [ns]  utilization  instance area [sq um]
2_1_floorplan              1.73            -                   8710
3_3_place_gp               2.10        0.432                   9140
3_5_place_dp               2.10        0.432                   9140
4_1_cts                    2.05        0.476                  10100
5_1_grt                    2.03        0.476                  10100
6_report                   2.04        0.476                  10100
where the power goes:
group          leakage (nW)  internal (mW)  switching [mW]  total [mW]
combinational          1.51        0.00225          0.0113      0.0136
clock                 0.503           1.42           0.762        2.18
sequential             2.16           1.33               0        1.33
cells by family after synthesis:
kind of cell | after synthesis | share of synthesized area
buffers and inverters | 60 | 0.0289
and+or+nand+nor | 377 | 0.249
latches | 61 | 0.105
AOI/OAI and AO/OA | 102 | 0.0720
muxes | 14 | 0.0165
adders and majority gates | 17 | 0.0244
DFF | 164 | 0.414
xor gates and xnor gates | 90 | 0.0905
layout by cell type, fill, tap and decap left out, types with 27 or more instances in the layout:
master	instances
sky130_fd_sc_hd__a21oi_1	42
sky130_fd_sc_hd__clkbuf_16	34
sky130_fd_sc_hd__dfrtp_1	62
sky130_fd_sc_hd__dfxtp_1	100
sky130_fd_sc_hd__dlxtn_1	61
sky130_fd_sc_hd__nand2_1	52
sky130_fd_sc_hd__nand3_1	50
sky130_fd_sc_hd__nand4_1	47
sky130_fd_sc_hd__nor2_1	56
sky130_fd_sc_hd__o31ai_1	27
sky130_fd_sc_hd__or4_1	28
sky130_fd_sc_hd__xnor2_1	46
sky130_fd_sc_hd__xor2_1	44
worst paths after layout:
kind                                            from                        end  slack, ns  cells after the start
setup reg to reg            I_RS232RX.clk_counter[0]  I_RS232RX.clk_counter[24]       2.36                      5
min in group asynchronous                      Rst_n  motor.clock_Div.count[14]       0.83                      2
min in group clk1              I_RS232RX.count_Rx[7]      I_RS232RX.count_Rx[7]       0.57                      2
max in group asynchronous                      Rst_n  motor2.clock_Div.count[8]       2.78                      3
max in group clk1          I_RS232RX.clk_counter[22]      I_RS232RX.count_Rx[0]       2.61                      3
setup / recovery                                  Rx  I_RS232RX.clk_counter[14]       2.04                      4
hold / removal                                    Rx  I_RS232RX.clk_counter[24]       0.05                      4
hold reg to reg             I_RS232RX.clk_counter[0]   I_RS232RX.clk_counter[0]       0.47                      1
worst max-delay path, stage by stage:
cell	delay, ns
sky130_fd_sc_hd__clkbuf_16	0.13
sky130_fd_sc_hd__clkbuf_16	0.15
sky130_fd_sc_hd__clkbuf_16	0.15
sky130_fd_sc_hd__a21oi_1	0.12
No activity file was given, so power comes from the tool's default toggle rates.
